## flow/run.sh

```bash
#!/bin/bash
# OpenROAD 26Q1-2900-gdf79404cd8, Yosys 0.63+post, stock flow scripts
make -C /OpenROAD-flow-scripts/flow DESIGN_CONFIG=/design/flow/config.mk WORK_HOME=/design/flow/orfs finish
```

## flow/config.mk

```make
export PLATFORM = sky130hd
export DESIGN_NAME = execute_cycle
export DESIGN_NICKNAME = execute_cycle
export VERILOG_FILES = /design/flow/design.v
export SDC_FILE = /design/flow/constraint.sdc
export NUM_CORES = 4
export LEC_CHECK = 1
export CORE_UTILIZATION = 50
```

## flow/constraint.sdc

```tcl
current_design execute_cycle

set clk_period 54.4
set clk_io_pct 0.2

create_clock -name clk0 -period $clk_period [get_ports {clk}]

set non_clock_inputs [all_inputs -no_clocks]
set_input_delay [expr $clk_period * $clk_io_pct] -clock clk0 $non_clock_inputs
set_output_delay [expr $clk_period * $clk_io_pct] -clock clk0 [all_outputs]
```

## flow/design.v

```verilog
`timescale 1ns / 1ps
module ALU(SrcA, SrcB, ALUResult, Zero, ALUCtrl);
    input [31:0] SrcA, SrcB;
    input [3:0] ALUCtrl;
    output reg [31:0] ALUResult;
    output Zero;
    assign Zero = (!(SrcA-SrcB))? 1 : 0;
    always @(*) begin
        ALUResult = 0;
        case(ALUCtrl)
        0:       ALUResult = SrcA + SrcB;                      
        1:       ALUResult = SrcA - SrcB;                      
        2:       ALUResult = SrcA & SrcB;                      
        3:       ALUResult = SrcA | SrcB;                      
        4:       ALUResult = SrcA ^ SrcB;                      
        5:       ALUResult = SrcA < SrcB;                      
        6:       ALUResult = ($signed(SrcA) < $signed(SrcB));  
        7:       ALUResult = SrcA << SrcB[4:0];                
        8:       ALUResult = SrcA >> SrcB[4:0];                
        9:       ALUResult = SrcA >>> SrcB[4:0];               
        endcase
    end
endmodule
`timescale 1ns / 1ps
module EXE_MEM_Reg(clk,rst,RegWriteE,ResultSrcE,MemWriteE,MemSizeE,ALUResultE,WriteDataE,RdE,PCPlus4E,IsPerE,   
                           RegWriteM,ResultSrcM,MemWriteM,MemSizeM,ALUResultM,WriteDataM,RdM,PCPlus4M,IsPerM,    
                           StallM);  
    input             clk,rst;
    input             StallM;
    input             RegWriteE,MemWriteE,IsPerE;
    input      [1:0]  ResultSrcE, MemSizeE;
    input      [4:0]  RdE;
    input      [31:0] ALUResultE,WriteDataE,PCPlus4E;
    output reg        RegWriteM,MemWriteM,IsPerM;
    output reg [1:0]  ResultSrcM, MemSizeM;
    output reg [4:0]  RdM;
    output reg [31:0] ALUResultM,WriteDataM,PCPlus4M;
    always @(posedge clk or negedge rst) begin
        if(!rst) begin
            RegWriteM <= 0;
            ResultSrcM <= 0;
            MemWriteM <= 0;
            MemSizeM <= 0;
            ALUResultM <= 0;
            WriteDataM <= 0;
            RdM <= 0;
            PCPlus4M <= 0;
            IsPerM <= 0;
        end
        else begin
            if (StallM==0) begin
                RegWriteM <= RegWriteE;
                ResultSrcM <= ResultSrcE;
                MemWriteM <= MemWriteE;
                MemSizeM <= MemSizeE;
                ALUResultM <= ALUResultE;
                WriteDataM <= WriteDataE;
                RdM <= RdE;
                PCPlus4M <= PCPlus4E;
                IsPerM <= IsPerE;
            end
        end
    end    
endmodule
`timescale 1ns / 1ps
module execute_cycle(clk,rst,RegWriteE,ResultSrcE,MemWriteE,JumpE,BranchE,ALUCtrlE,ALUSrcE,ExtImmE,MemSizeE,  
                     RD1E,RD2E,PCE,Rs1E,Rs2E,RdE,PCPlus4E,ResultW,  
                     StallM,ForwardAE,ForwardBE,  
                     RegWriteM,ResultSrcM,MemWriteM,MemSizeM,ALUResultM,WriteDataM,RdM,PCPlus4M,PCTargetE,PCSrcE,IsPerM,transEn  
                     );
    input         clk,rst;
    input         RegWriteE,MemWriteE,JumpE,BranchE,ALUSrcE,StallM;
    input  [1:0]  ForwardAE, ForwardBE;
    input  [1:0]  ResultSrcE,MemSizeE;
    input  [3:0]  ALUCtrlE;
    input  [4:0]  Rs1E,Rs2E,RdE;
    input  [31:0] RD1E,RD2E,PCE,ExtImmE,PCPlus4E,ResultW;
    output        RegWriteM,MemWriteM,PCSrcE;
    output [1:0]  ResultSrcM, MemSizeM;
    output [4:0]  RdM;
    output [31:0] ALUResultM,WriteDataM,PCPlus4M,PCTargetE;
    output        transEn, IsPerM;  
    wire        ZeroE;
    reg         IsPerE;
    reg  [31:0] SrcAE,SrcBE,SrcBE_WriteDataE;
    wire [31:0] WriteDataE,ALUResultE,ALUResultM_in;
    always @(*) begin
        SrcAE = 0;
        SrcBE = 0;
        SrcBE_WriteDataE = 0;
        IsPerE = 0;
        case (ForwardAE)
        0: SrcAE = RD1E;
        1: SrcAE = ResultW;
        2: SrcAE = ALUResultM_in;
        endcase
        case (ForwardBE)
        0: SrcBE_WriteDataE = RD2E;
        1: SrcBE_WriteDataE = ResultW;
        2: SrcBE_WriteDataE = ALUResultM_in;
        endcase
        case (ALUSrcE)
        0: SrcBE = SrcBE_WriteDataE;
        1: SrcBE = ExtImmE;
        endcase
        if ((ResultSrcE[0] || MemWriteE))
            if(ALUResultE > 511)
                IsPerE = 1;
    end 
    ALU ALU(
            .SrcA(SrcAE),
            .SrcB(SrcBE),
            .ALUResult(ALUResultE),
            .Zero(ZeroE),
            .ALUCtrl(ALUCtrlE)
            );
    adder PCTargetAdder (
                         .in_a(PCE),
                         .in_b(ExtImmE),
                         .out(PCTargetE)
                         );
    EXE_MEM_Reg E_M_Reg (
                         .clk(clk),
                         .rst(rst),
                         .RegWriteE(RegWriteE),
                         .ResultSrcE(ResultSrcE),
                         .MemWriteE(MemWriteE),
                         .MemSizeE(MemSizeE),
                         .ALUResultE(ALUResultE),
                         .WriteDataE(WriteDataE),
                         .RdE(RdE),
                         .PCPlus4E(PCPlus4E),
                         .RegWriteM(RegWriteM),
                         .ResultSrcM(ResultSrcM),
                         .MemWriteM(MemWriteM),
                         .MemSizeM(MemSizeM),
                         .ALUResultM(ALUResultM),
                         .WriteDataM(WriteDataM),
                         .RdM(RdM),
                         .PCPlus4M(PCPlus4M),
                         .IsPerM(IsPerM),
                         .IsPerE(IsPerE),
                         .StallM(StallM)
                         );
    assign WriteDataE = SrcBE_WriteDataE;
    assign PCSrcE = (ZeroE & BranchE) | JumpE;
    assign ALUResultM_in = ALUResultM;
    assign transEn = IsPerE;
endmodule
`timescale 1ns / 1ps
module adder(
    input [31:0] in_a, in_b,
    output [31:0] out
    );
    assign out = in_a + in_b;
endmodule
```

==> out/metrics.csv <==
metric,value,unit
grt total ovfl,0,
pin count of the biggest net entering global routing,59,
Period minus WS final,28.82,ns
Synth-to-Final Area Change,25.7,%
PwrDens,24.1,nW/um2
total number of yosys warnings,3,
peak supply drop,17.8,uV
first-pass GRT wire length,118,mm
core area,30900,um2
reg2reg setup slack,48.20,ns
crit path DAT,17.94,ns
number of setup buffers added after CTS,0,
max_slew headroom,36.1,%
Slew @ Worst Pin,0.952,ns
Die Span Y,180,um
synthesized area per cell,7.81,um2
setup ws final,25.58,ns
htree depth,3,
final hold violations,0,
drt total wl,80.3,mm
total clock sinks,108,
post-route insts no fill,2720,
CP Launch Type,input pin,
post-cts resize count,0,
clk buf depth,2,
number of cells after detailed placement,2698,
gpl congestion,1.10,
cell area after layout,20000,um2
hold-fix buffers at CTS,0,
antenna violations before repair,8,
reg2reg start,E_M_Reg.ALUResultM[2],
Final Setup Violations,0,
"EDFF count, synth",0,
mapped cell area,15900,um2
dominant register cell,dfrtp_1,
Cells on Worst Hold Path,2,
Yosys Instances,2036,
status,completed,
Comb pwr share,64.0,%
Pre-antenna DRT Iters,6,
Worst-path clk slew,0.09,ns
TritonCTS clock tree,built,
detailed placement HPWL,63.5,mm
Worst Hold Launch,E_M_Reg.WriteDataM[0],
Die ar.,32500,um2
fill cell count,2408,
maximum fanout along the worst path,52,
sw frac,47.5,%
"Endpoint, Worst Hold",E_M_Reg.WriteDataM[0],
Vias/cell,6.94,
vias in the first global route,18100,
share of power burned in registers,21.5,%
row count,64,
Post-DRT Antenna Nets,0,
Routed wire per std cell,29.5,um
R2R cell count,17,
Setup WS pre-CTS,25.94,ns
Worst setup EP type,primary output,
Root Buffer,clkbuf_16,
clock power share,14.5,%
I/O pins,369,
Port-buffer cells,358,
Tool Warnings,100,
CTS buffer count,9,
Post-DP Area,19700,um2
unrepaired setup endpoints after global routing,no,
post-synth cell types,102,
share of cells above drive strength 1,10.6,%
routed vias,18900,
Leak Pwr,8.38,nW
Synth flops,108,
critical path class,input pin to primary output,
yosys stat chip area,15900,um2
drc violations,0,
FMAX,0.0347,GHz
register area share after synthesis,17.0,%
Core Util at FP,51.4,%
HP Class,register to register,
max cap viols,0,
chip width,180,um
Worst Skew,0.0140,ns
Starting DRT DRC Count,1986,
All-Layer GR Usage,49.4,%
Psw,0.228,mW
P_int,0.253,mW
Slew Limit Fails,0,
Sum Neg Setup Slack,0,ns
period utilization,53.0,%
crit path DRT,43.52,ns
asr flop ratio synth,100,%
Cells after Synth,2036,
Latency at later pin,0.38,ns
terminus of the critical flop-to-flop path,E_M_Reg.IsPerM,
-- per-layer routing --
metal / GRT usage [%] / wire length, um / vias to the layer above
met5: 4.00 / 154 / -
met4: 33.0 / 7010 / 8
met3: 19.0 / 10900 / 437
met2: 71.6 / 33300 / 1499
met1: 61.0 / 28900 / 8833
li1: - / - / 8104
-- metrics by stage --
| stage | power (mW) | hold WS (ns) | utilization (%) |
|---|---|---|---|
| finish | 0.481 | 0.499 | 64.6 |
| global route | 0.499 | 0.522 | 64.6 |
| CTS | 0.468 | 0.496 | 64.6 |
| detailed placement | 0.396 | 0.479 | 63.6 |
| global placement | 0.392 | 0.468 | 63.6 |
| floorplan | 0.269 | 0.430 | - |
-- worst max path at each step --
stage	start	to	slack, ns	cells after the start
final	ForwardBE[0]	transEn	25.58	21
after CTS	ALUSrcE	transEn	25.92	24
after global routing	ForwardBE[0]	transEn	25.49	22
-- synthesized netlist by cell type, types with 23 or more instances --
master / count / share of area [%]
inv_1: 120 / 2.8
o211ai_1: 45 / 2.1
a31oi_1: 24 / 0.94
a211oi_1: 23 / 1.1
a21oi_1: 122 / 3.8
ha_1: 128 / 10
o221ai_1: 30 / 1.7
mux2i_1: 117 / 7.4
nor2_1: 152 / 3.6
o21ai_0: 166 / 5.2
nor3_1: 39 / 1.2
buf_2: 36 / 1.1
clkbuf_1: 69 / 1.6
o21ai_1: 46 / 1.4
a21o_1: 27 / 1.3
xnor2_1: 48 / 2.6
o22ai_1: 39 / 1.5
nand2_1: 183 / 4.3
mux2_2: 113 / 8.0
dfrtp_1: 108 / 17
nand3_1: 34 / 1.1
-- power by group through the flow --
stage	Clock [mW]	Combinational, mW	Sequential [mW]
finish	0.0696	0.308	0.104
global route	0.0725	0.322	0.104
CTS	0.0700	0.296	0.103
-- cell usage in the layout, fill, tap and decap left out, drive strengths merged, types with 30 or more instances in the layout --
master	count
buf	52
o221ai	30
nor3	40
o22ai	39
inv	132
nand3	34
o21ai	219
nand2	183
xnor2	48
nor2	153
mux2	113
ha	128
clkdlybuf4s50	353
dfrtp	108
o211ai	45
a21oi	123
mux2i	119
-- critical path, cell delays in order --
cell and delay [ns]:
clkdlybuf4s50_1 0.42, buf_4 0.25, nor2b_4 0.18, buf_4 0.27
o2bb2ai_1 0.30, o21ai_4 0.17, buf_4 0.54, inv_2 0.47
ha_1 0.39, a21oi_1 0.21, o2111ai_1 0.20, a31oi_1 0.63
o21ai_1 0.25, a21oi_1 0.36, o311ai_0 0.20, xnor2_1 0.60
o221ai_1 0.45, nor4_1 0.25, and4_1 0.27, a21oi_1 0.13
clkdlybuf4s50_1 0.45
-- sequential cells by signal (all words and copies together), names as in the netlist --
register	flops
E_M_Reg.ALUResultM	32
E_M_Reg.IsPerM	1
E_M_Reg.MemSizeM	2
E_M_Reg.MemWriteM	1
E_M_Reg.PCPlus4M	32
E_M_Reg.RdM	5
E_M_Reg.RegWriteM	1
E_M_Reg.ResultSrcM	2
E_M_Reg.WriteDataM	32
-- cell type report --
cell class	instances	area, um2	share of cell area [%]
antenna	6	15.0	0.0752
clock inverter	7	86.3	0.432
timing repair buffer	405	3910	19.6
tap	396	495	2.48
inverter	129	487	2.44
multi-input combinational	1660	12100	60.3
clock buffer	9	225	1.13
sequential	108	2700	13.5
-- cells by family after synthesis --
family	count (synthesis)	synth area share (%)
xor gates and xnor gates	67	3.69
and+or+nand+nor	515	15.0
muxes	235	16.1
DFF	108	17.0
buffers and inverters	268	7.36
AOI/OAI and AO/OA	712	30.4
adders and majority gates	131	10.5
Power figures rest on the tool's default switching activity, not on a simulated workload.
