`flow/run.sh`:
```
#!/bin/bash
# OpenROAD 26Q1-2900-gdf79404cd8, Yosys 0.63+post, stock flow scripts
make -C /OpenROAD-flow-scripts/flow DESIGN_CONFIG=/design/flow/config.mk WORK_HOME=/design/flow/orfs finish
```
`flow/config.mk`:
```
export PLATFORM = sky130hd
export DESIGN_NAME = UART
export DESIGN_NICKNAME = UART
export VERILOG_FILES = /design/flow/design.v
export SDC_FILE = /design/flow/constraint.sdc
export NUM_CORES = 4
export LEC_CHECK = 1
export CORE_AREA = 10 10 113 113
export DIE_AREA = 0 0 123 123
```
`flow/constraint.sdc`:
```
current_design UART

set clk_period 2.1
set clk_io_pct 0.2

create_clock -name clk0 -period $clk_period [get_ports {PCLK}]

set non_clock_inputs [all_inputs -no_clocks]
set_input_delay [expr $clk_period * $clk_io_pct] -clock clk0 $non_clock_inputs
set_output_delay [expr $clk_period * $clk_io_pct] -clock clk0 [all_outputs]
```
`flow/design.v`:
```
module RX_FSM (
input clk, rst,
input RX_IN,
input PAR_EN,
input [3:0] bit_cnt,
input par_err,
input strt_glitch,
input stp_err,
input [5:0] prescale,
input [5:0] edge_cnt,
output reg enable, new_frame,
output reg data_samp_en,
output reg par_chk_en,
output reg strt_chk_en,
output reg stp_chk_en,
output reg done_chk,
output reg data_valid,
output reg deser_en
	);
reg bit_max;
reg [2:0] cs, ns;
localparam  [2:0]    idle      = 3'b000,
                     start_bit = 3'b001,
                     ser_data  = 3'b010,
					      par_bit   = 3'b011,
					      stop_bit  = 3'b100;
always @(posedge clk or negedge rst) begin
	if (!rst) begin
		cs <= idle;	
	end
	else begin
		cs <= ns;
	end
end
always @(*) begin
	case (cs)
         idle     : if (RX_IN == 0)
                    ns <= start_bit;
                    else 
                    ns <= idle;
         start_bit: if ((bit_cnt == 'b1) && !strt_glitch)
                    ns <= ser_data;
                    else if ((bit_cnt == 'b1) && strt_glitch)
                    ns <= idle;
                    else
                    ns <= start_bit;
         ser_data : if ((bit_cnt == 'b1001) && PAR_EN)
                    ns <= par_bit;
                    else if ((bit_cnt == 'b1001) && !PAR_EN)
                    ns <= stop_bit;
                    else
                    ns <= ser_data;
         par_bit:  if ((bit_cnt == 'b1010))
                    ns <= stop_bit;
                    else
                    ns <= par_bit;
         stop_bit:  if (bit_cnt == 'b0)
                    ns <= idle; 
                    else
                    ns <= stop_bit;
         default  : ns <= idle;
	endcase
end
always @(*) begin
                     enable       <= 'b0;
                     data_samp_en <= 'b0;
                     par_chk_en   <= 'b0;
                     strt_chk_en  <= 'b0;
                     stp_chk_en   <= 'b0;
                     data_valid   <= 'b0;
                     deser_en     <= 'b0;
                     new_frame    <= 'b0;
                     done_chk     <= 'b0;
	case (cs)
         idle     : begin
               	  if (RX_IN == 0) begin
         	        enable       <= 'b1;
                    data_samp_en <= 'b1;
                    new_frame    <= 'b1;
                    end
                    else begin
                    enable       <= 'b0;
                    data_samp_en <= 'b0;
                    new_frame    <= 'b0;
                    end
                    end
         start_bit: begin
                    if ((edge_cnt == prescale) && (bit_cnt == 'b0))
                    begin
                    data_samp_en <= 'b1;
                    enable <= 'b1;
                    strt_chk_en <=  'b1;
                    end
                    else begin
                    data_samp_en <= 'b1;
                    enable <= 'b1;
                    strt_chk_en <= 'b0;
                    end
                    end
         ser_data: begin
                    data_samp_en <= 'b1;
                    enable       <= 'b1;
                    if ((edge_cnt == prescale -2 ))
                    deser_en <= 'b1;
                    end  
         par_bit:   begin
         			  if ((edge_cnt == prescale -1 ) && (bit_cnt == 'b1001))
                    begin
                    data_samp_en <= 'b1;
                    enable <= 'b1;
                    par_chk_en <=  'b1;
                    end
                    else begin
                    data_samp_en <= 'b1;
                    enable <= 'b1;
                    par_chk_en <=  'b0;  
                    end
                    end
         stop_bit:  begin
                    if ((edge_cnt == prescale -1 ) && bit_max)
                    begin
                    data_samp_en <= 'b1;
                    enable <= 'b1;
                    stp_chk_en <= 'b1;
                    done_chk <= 'b1;
                    end 
                    else begin
                    data_samp_en <= 'b1;
                    enable <= 'b1;
                    stp_chk_en <= 'b0;
                    done_chk <= 'b0;
                    end
                    if ((edge_cnt == prescale - 1) && bit_max && !par_err && !stp_err)
                    begin
                    data_samp_en <= 'b1;
                    enable <= 'b1;
                    data_valid <= 'b1;	
                    end 
                    else if ((edge_cnt == prescale) && bit_max)
                    begin
                    data_samp_en <= 'b1;
                    enable <= 'b1;
                    data_valid <= 'b0; 
                    end 
                    else begin
                    data_samp_en <= 'b1;
                    enable <= 'b1;
                    data_valid <= 'b0;    
                    end
                    end
         default  :  begin
                     enable       <= 'b0;
                     data_samp_en <= 'b0;
                     par_chk_en   <= 'b0;
                     strt_chk_en  <= 'b0;
                     stp_chk_en   <= 'b0;
                     data_valid   <= 'b0;
                     deser_en     <= 'b0;
                     end
	endcase
end
always @(*) begin
   if (PAR_EN) begin
    if (bit_cnt == 'b1010)
    bit_max <= 1;
    else
    bit_max <= 0;
   end
   else begin
   if (bit_cnt == 'b1001)
    bit_max <= 1;
    else
    bit_max <= 0; 
   end
end
endmodule
module UART_RX_TOP (
input clk, rst,
input RX_IN,
input PAR_EN,
input PAR_TYP,
input [5:0] prescale,
output wire data_valid,
output wire Stop_Error,
output wire Parity_Error,
output wire [7:0] P_DATA
	);
wire [3:0] bit_cnt;
wire [5:0] edge_cnt;
wire enable;
wire new_frame;
wire data_samp_en;
wire par_chk_en;
wire strt_chk_en;
wire stp_chk_en;
wire done_chk;
wire deser_en;
wire sampled_bit;
wire strt_glitch;
RX_FSM RX_FSM (.clk(clk), .rst(rst), .RX_IN(RX_IN), .PAR_EN(PAR_EN), .bit_cnt(bit_cnt), .par_err(Parity_Error),
            .stp_err(Stop_Error), .strt_glitch(strt_glitch), .prescale(prescale), .edge_cnt(edge_cnt),
            .enable(enable), .new_frame(new_frame), .data_samp_en(data_samp_en), .par_chk_en(par_chk_en), .strt_chk_en(strt_chk_en),
            .stp_chk_en(stp_chk_en), .done_chk(done_chk), .deser_en(deser_en), .data_valid(data_valid));
edge_bit_counter U0_edge_bit_counter (.clk(clk), .rst(rst), .prescale(prescale), .edge_cnt(edge_cnt),
                                      .enable(enable), .new_frame(new_frame), .PAR_EN(PAR_EN), .bit_cnt(bit_cnt));
data_sampling UO_data_sampling (.clk(clk), .rst(rst), .RX_IN(RX_IN), .data_samp_en(data_samp_en), .prescale(prescale), 
	                            .edge_cnt(edge_cnt), .sampled_bit(sampled_bit));
parity_check U0_parity_check(.clk(clk), .rst(rst), .P_DATA(P_DATA), .sampled_bit(sampled_bit), .PAR_TYP(PAR_TYP),
                             .par_chk_en(par_chk_en), .done_chk(done_chk), .par_err(Parity_Error) );  
stop_check U0_stop_check (.sampled_bit(sampled_bit), .stp_chk_en(stp_chk_en), .stp_err(Stop_Error));
strt_check U0_strt_check (.clk(clk), .rst(rst), .sampled_bit(sampled_bit), .strt_chk_en(strt_chk_en), .strt_glitch(strt_glitch));
deserializer U0_deserializer (.clk(clk), .rst(rst), .sampled_bit(sampled_bit),.deser_en(deser_en),.P_DATA(P_DATA));
endmodule
module data_sampling (
input clk, rst,
input data_samp_en,
input RX_IN,
input [5:0] prescale,
input [3:0] edge_cnt,
output reg sampled_bit
	);
reg samp1, samp2, samp3;
always @(posedge clk or negedge rst) begin
	if (!rst) begin
		samp1 <=0;
		samp2 <=0;
		samp3 <=0;
	end
	else if (data_samp_en) begin
    if (edge_cnt == ((prescale >> 1)- 2))
	samp1 <= RX_IN;
	else if (edge_cnt == ((prescale >> 1)- 1))
	samp2 <= RX_IN;
	else if (edge_cnt == ((prescale >> 1)))
	samp3 <= RX_IN;
end
end
always @(posedge clk or negedge rst) begin
	if (!rst) 
    sampled_bit <= 0 ;		
	else if (edge_cnt == ((prescale >> 1)+ 1)) 
	sampled_bit <= (samp1 & samp2) | (samp2 & samp3) |(samp1 & samp3);
end
endmodule
module deserializer (
input clk,rst,
input  sampled_bit,
input  deser_en,
output reg [7:0] P_DATA
	);
always @(posedge clk or negedge rst) begin
	if (!rst) begin
		P_DATA <= 'b0 ;
	end
	else if (deser_en) begin
		P_DATA <= {sampled_bit, P_DATA [7:1]} ;
	end
end
endmodule
module edge_bit_counter (
input clk , rst,
input enable, new_frame,
input PAR_EN,
input [5:0] prescale,
output reg [3:0] bit_cnt,
output reg [5:0] edge_cnt
	);
reg bit_max ;
always @(posedge clk or negedge rst) begin
	if (!rst) begin
		bit_cnt  <= 'b0;
		edge_cnt <= 'b0;
	end
    else if (enable) begin
    if (!(edge_cnt == prescale) ) begin
		edge_cnt <= edge_cnt + 1 ;
		end
	else if ((edge_cnt == prescale) &&  !bit_max) begin
		edge_cnt <= 1 ;
		bit_cnt  <= bit_cnt + 1;
		end
	else if ((edge_cnt == prescale) &&  bit_max) begin
		edge_cnt <= 1 ;
		bit_cnt  <= 0 ;
		end
	end
	else begin
	edge_cnt <= 0 ;
	bit_cnt  <= 0 ;
    end
end
always @(posedge clk or negedge rst) begin
	if (!rst) begin
		bit_cnt  <= 0 ;	
	end
	else if (new_frame) begin
	bit_cnt  <= 0 ;	
	end
end
always @(*) begin
	if (PAR_EN) begin
    if (bit_cnt == 'b1010)
    bit_max <= 1;
    else
    bit_max <= 0;
	end
	else begin
	if (bit_cnt == 'b1001)
    bit_max <= 1;
    else
    bit_max <= 0;	
	end
end
endmodule
module parity_check (
input clk,rst,
input  [7:0] P_DATA,
input  sampled_bit,
input  PAR_TYP,
input  par_chk_en, done_chk,
output reg par_err
	);
always @(posedge clk or negedge rst) begin
	if (!rst) begin
		par_err <= 'b0;		
	end
	else if (par_chk_en) begin
	if   (PAR_TYP && (sampled_bit == ~(^P_DATA)) ) 
        par_err <= 'b0;
        else if (!PAR_TYP && (sampled_bit == (^P_DATA)) )
        par_err <= 'b0;
        else 
        par_err <= 'b1;
    end  	
end
always @(posedge clk or negedge rst) begin
	if (!rst) begin
	par_err <= 'b0;	
	end
	else if (done_chk) begin
	par_err <= 'b0;	
	end
end
endmodule
module stop_check (
input  sampled_bit,
input  stp_chk_en,
output reg stp_err
	);
always @(*) begin
	if (stp_chk_en) begin
	 if (!sampled_bit) 
		 stp_err <= 'b1;
	else 
	     stp_err <= 'b0;
end
else stp_err <= 'b0;
end
endmodule
module strt_check (
input  clk, rst,
input  sampled_bit,
input  strt_chk_en,
output reg strt_glitch
	);
always @(posedge clk or negedge rst) begin
	if (!rst) begin
		strt_glitch <= 'b0;	
	end
	else if(strt_chk_en) begin 
	if (sampled_bit) 
		 strt_glitch <= 'b1;
	else 
	     strt_glitch <= 'b0;
end
else begin
	strt_glitch <= 'b0;
end
end
endmodule
module FSM (
input clk,rst,	
input Data_Valid,
input par_en,
input ser_done,
output reg ser_en, busy,
output reg [2:0] mux_sel
	);
localparam  [2:0]    idle      = 3'b000,
                     start_bit = 3'b001,
                     ser_data  = 3'b010,
					 par_bit   = 3'b011,
					 stop_bit  = 3'b100;
reg [2:0] cs, ns;
always @(posedge clk or negedge rst) begin
	if (!rst) begin
	cs <= idle ;
	end
	else begin
		cs <= ns ;
	end
end
always @(*) begin
	case (cs)
    	idle     : if (Data_Valid) 
    		       ns <= start_bit;
    	           else 
    		       ns <= idle;
    	start_bit: ns <= ser_data;
    	ser_data : if (ser_done && par_en) 
    		       ns <= par_bit;
    	           else if (ser_done && (!par_en))
    		       ns <= stop_bit;
    		       else
    		       ns <= ser_data;
    	par_bit  : ns <= stop_bit;
    	stop_bit : ns <= idle;
        default  : ns <= idle;
	endcase
end
always @(*) begin
    busy = 1'b1;
	case (cs)
    	idle     : begin
                   mux_sel = 3'b000;
                   busy = 1'b0;
                   end
    	start_bit: mux_sel = 3'b001;
    	ser_data : begin
    	           mux_sel = 3'b010;
    	           ser_en  = 1'b1;
                   end
    	par_bit  : mux_sel = 3'b011;
    	stop_bit : mux_sel = 3'b100;
        default  : begin
                   mux_sel = 3'b000;
                   busy = 1'b0;
                   end
	endcase
end
endmodule
module MUX (
input [2:0] mux_sel,
input ser_data,
input par_bit,
output reg TX_OUT
	);
always @(*) begin
	case (mux_sel)
    3'b000: TX_OUT = 1;
    3'b001: TX_OUT = 0;
    3'b010: TX_OUT = ser_data;
    3'b011: TX_OUT = par_bit;
    3'b100: TX_OUT = 1;
	endcase
end
endmodule
module Parity_Calc  #( parameter WIDTH = 8 )(
input  [WIDTH-1:0] P_DATA,
input PAR_TYP, Data_Valid,
output reg par_bit
	);
always @(*) begin
	if (Data_Valid) begin
		if (PAR_TYP) 
        par_bit = ~(^P_DATA);
        else 
        par_bit = ^(P_DATA);
	end
end
endmodule
module Serializer #( parameter WIDTH = 8 )(
input  [WIDTH-1:0] P_DATA,
input  Data_Valid,
input  ser_en, clk, rst,
output reg ser_done,
output reg ser_data
	);
reg [3:0] counter ;
always @(*) begin
	if (!ser_en) begin
		ser_data <= 1;
    end
	else  begin
		ser_data <= P_DATA [counter];
	end
end
always @(posedge clk or negedge rst) begin
	if (!rst ) begin
		counter <= 0;
		ser_done <= 0;
	end
	else if (Data_Valid) begin
		counter <= 0;
		ser_done <= 0;
	end
	else if (ser_en && (counter == 7)) begin
		ser_done <= 1;
		counter <= 0;
	end
    else begin
		counter <= counter + 1 ;
		ser_done <= 0;
	end
end
endmodule
module UART_TOP #( parameter WIDTH = 8 )(
input  [WIDTH-1:0] P_DATA,
input clk, rst,
input par_en, Data_Valid, PAR_TYP,
output  busy, TX_OUT
	);
wire ser_done, ser_en, par_bit, ser_data;
wire [2:0] mux_sel;
FSM U0_FSM (.clk(clk), .rst(rst), .Data_Valid(Data_Valid),.busy(busy), .ser_en(ser_en), .ser_done(ser_done), .mux_sel(mux_sel), .par_en(par_en));
Serializer U0_Serializer (.clk(clk), .rst(rst), .Data_Valid(Data_Valid), .P_DATA(P_DATA), .ser_en(ser_en), .ser_done(ser_done), .ser_data(ser_data) );
MUX U0_MUX (.mux_sel(mux_sel), .ser_data(ser_data), .par_bit(par_bit), .TX_OUT(TX_OUT) );
Parity_Calc U0_Parity_Calc (.Data_Valid(Data_Valid), .P_DATA(P_DATA), .PAR_TYP(PAR_TYP), .par_bit(par_bit) );
endmodule
`timescale 1ns / 1ps
module UART(PCLK,PRESETn,PADDR,PWDATA,PWRITE,PSEL,PENABLE,  
            PREADY,PRDATA,  
            RX,  
            TX  
            );
    input             PCLK,PRESETn,PWRITE,PSEL,PENABLE;
    input             RX;
    input      [31:0] PADDR;
    input      [31:0] PWDATA;
    output            PREADY;
    output            TX;     
    output reg [31:0] PRDATA;
    wire data_valid,Stop_Error,Parity_Error;
    wire PAR_EN,PAR_TYP;
    wire [5:0] prescale;
    wire [7:0] RX_DATA;
    wire Data_Valid_TX;
    wire busy;
    wire [7:0] TX_DATA;
    assign Data_Valid_TX = PWRITE & (PADDR[3:0] == 4'h8) & PSEL & PENABLE; 
    assign PREADY = (PWRITE & (PADDR[3:0] == 4'h8) & busy & PSEL & PENABLE)? 0: 1; 
    reg [7:0] control_reg;  
    reg [3:0] status_reg;   
    reg [7:0] tx_reg;       
    reg [7:0] rx_reg;       
    assign prescale = control_reg[5:0];
    assign PAR_EN = control_reg[6];
    assign PAR_TYP = control_reg[7];
    assign TX_DATA = tx_reg; 
    always @(posedge PCLK or negedge PRESETn) begin
        if (!PRESETn) begin
        control_reg <= 0;
        status_reg <= 0;
        tx_reg <= 0;
        rx_reg <= 0;
        end
        else if (PSEL)
        case(PADDR[3:0])
            4'h0: begin  
                if (PWRITE && PENABLE) begin
                    control_reg <= PWDATA[7:0];
                    end
                end 
            4'h4: begin  
                if(!PWRITE) begin                    
                    status_reg[0] <= Stop_Error;
                    status_reg[1] <= Parity_Error;
                    status_reg[2] <= data_valid;
                    status_reg[3] <= busy;
                    PRDATA [3:0] <= status_reg;
                    end
                end
            4'h8: begin  
                if (PWRITE && PENABLE) begin
                    tx_reg <= PWDATA[7:0];
                    end
                end
            4'hc: begin  
                if(!PWRITE) begin
                    rx_reg <= RX_DATA;
                    PRDATA [7:0] <= rx_reg;
                    end
                end
        endcase
    end
    UART_RX_TOP UART_RX (
                         .clk(PCLK),
                         .rst(PRESETn),
                         .RX_IN(RX),
                         .PAR_EN(PAR_EN),
                         .PAR_TYP(PAR_TYP),
                         .prescale(prescale),
                         .data_valid(data_valid),
                         .Stop_Error(Stop_Error),
                         .Parity_Error(Parity_Error),
                         .P_DATA(RX_DATA)
                         );
    UART_TOP #(.WIDTH(8)) UART_TX (
                                   .clk(PCLK),
                                   .rst(PRESETn),
                                   .P_DATA(TX_DATA),
                                   .par_en(PAR_EN),
                                   .Data_Valid(Data_Valid_TX),
                                   .PAR_TYP(PAR_TYP),
                                   .busy(busy),
                                   .TX_OUT(TX)
                                   );
endmodule
```
==> impl.org <==
* Implementation run

** Drt
- For this block, the routed nets add up to 2950 um of wire.
- The DRC violation total left in the routed layout is recorded as 0.
- For this run, the detailed router reports a per-instance via density of 3.02.
- Antenna Violating Nets Remaining :: 0
- The detailed router placed 900 vias in this run.
- Per the log, the first TritonRoute iteration ended with a DRC count of 49.
- 1st-pass router iterations :: 4
- WL per Instance :: 9.90 um
- Count of antenna diodes in the layout :: 0

** Global route
- The via count of the first global-routing pass is between 900 and 1000.
- The first global-routing pass estimated 4540 um of wire.
- Pin count of the biggest net entering global routing :: 22
- Summed over all routing layers, the global router reports a total usage of 3.66%.
- Antenna violations before repair :: 0
- After global routing the overflow that remains totals 0.

** Yosys
- Fraction of synthesis flops using an asynchronous set or reset pin :: 87.5%
- Syn_area_per_cell :: around 11 um^2
- Yosys printed between 40 and 50 warnings.
- Synthesis handed over a netlist of 123 instances.
- Top area cell types :: sky130_fd_sc_hd__dfrtp_1, sky130_fd_sc_hd__buf_4, sky130_fd_sc_hd__mux2_2
- Total of flip-flops plus latches after synthesis :: 24
- The mapped netlist covers about 0.0014 mm^2.
- Post-synth cell types :: 38
- The synthesized netlist was found by Yosys to have 123 cells.
- In the synthesis report, Yosys lists the chip area as ~0.0014 mm^2.
- Most used standard cells in the synthesized netlist :: sky130_fd_sc_hd__buf_4, sky130_fd_sc_hd__dfrtp_1, sky130_fd_sc_hd__mux2_2, sky130_fd_sc_hd__xnor2_1, sky130_fd_sc_hd__mux2i_1
- Counting flops with a built-in enable in the synthesized netlist gives 1.
- Synth top area share :: a little over a third
- Biggest area consumer among synthesized cells :: sky130_fd_sc_hd__dfrtp_1
- Sorting the synthesis cell report by count puts at the top sky130_fd_sc_hd__buf_4.
- Dominant register cell :: sky130_fd_sc_hd__dfrtp_1

** Layout
- Post-route cell area :: 0.00181 mm^2
- From synthesis to final layout, the design area changed by 31.4%.
- The register with the most flip-flops in the layout has 8 of them.
- Cells with a size suffix above 1 make up roughly 25% of the layout.
- Utilization after layout :: between 10% and 20%
- Counting the fill cells in the layout gives 1127.

** Floorplanning
- I/O pin total :: 104
- Fp util :: 13.3%
- According to the floorplan report, the die height is 123 um.
- After floorplanning, the die was sized to cover ~0.015 mm^2.
- Core box area :: between 0.01 and 0.015 mm^2
- Per the OpenROAD floorplan log, the width of the die is 123 um.
- Cell Rows :: 37

** Run status
- The flow ran to the end, and the final reports show no timing, DRC or antenna violations.

** Final timing
- On the final layout, the worst clock skew is 0.00101 ns.
- Adding up every negative setup slack in the final design gives 0 ns.
- Share of the clock period used by the worst path after layout :: between 90% and 100%
- The timer found 2 register pins that no clock reaches; their paths are not timed.
- Final number of setup-violating endpoints :: 0
- Highest clock rate :: 491 MHz
- Endpoints left unconstrained :: 3
- Min Tclk post-route :: 2.04 ns
- Per the final report, max-transition violations number 0.
- Number of hold-slack violations in the final timing report :: 0

** Critical path
- CP startpoint kind :: input pin
- Critical Path Sink Type :: output port
- Per the timing report, the biggest fanout along the worst path comes to 2.
- For the worst setup path, the data required time is 1.68 ns.
- Critical path class :: in2out
- The arrival time of data at the worst endpoint is listed as about 1.6 ns.

** Hold path
- The type recorded for the worst min-delay path is reg2reg.

** Place
- Routability cong. :: 0.815
- The HPWL after detailed placement is between 2000 and 2500 um.
- The count of buffers added on input and output ports is 19.
- The placement stage leaves a total instance area of 0.00168 mm^2.

** CTS
- CTS tree :: built
- Clock root buffer master :: sky130_fd_sc_hd__clkbuf_8
- Cts hold-fix bufs :: 0
- # H-tree levels :: 1
- The registers of the reported paths see a clock transition of 0.07 ns.
- Source-to-sink clock delay at the later pin of the worst-skew pair :: 0.25 ns
- Counting along the longest clock path gives a buffer depth of 2.
- Per the TritonCTS log, the buffer count is 3.

** Power and ir drop
- Summed over all cells, the static leakage comes to 0.864 nW.
- Per the summary, power density relative to cell area is approximately 660 mW/mm^2.
- The worst-case IR drop observed on VDD is 252 uV.

** Flow run
- Across the run, the number of max-cap violations was 0.
- Count of warning messages emitted by the tools :: just under 80
==> cell families (layout without fill, tap and decap cells) <==
kind of cell    count (synthesis)  after routing  share of synthesized area [%]
latches                         2              2                           2.18
fa+ha+maj                       1              1                          0.908
compound gates                 10             10                           5.81
simple gates                   24             24                           10.3
other cells                     1             31                          0.272
buf+inv                        39             48                           20.3
mux                            16             16                           13.7
xor+xnor                        8              8                           6.09
flops                          22             22                           40.4
==> repair_timing <==
| item | 4_1_cts | 5_1_grt |
|---|---|---|
| buffers inserted | 8 | 0 |
| endpoints found under the setup margin | 1 | 3 |
| pin swaps | 3 | 2 |
| gates resized | 13 | 3 |
==> through the flow <==
step	hold WS [ns]	worst slack (ns)	power, mW	cells
floorplan	0.124	0.395	0.879	153
finish	0.481	0.0641	1.20	298
global route	0.505	-0.00789	1.29	298
global placement	0.465	-0.348	0.934	286
CTS	0.484	0.0288	1.21	298
detailed placement	0.469	-0.340	0.935	286
==> power by group <==
part           total [mW]  switching [mW]  internal [mW]
combinational       0.353           0.131          0.222
clock               0.259           0.124          0.135
sequential          0.584          0.0871          0.497
==> layer usage <==
metal | share of wire (%) | track usage [%] | up-vias
met3 | 5.0 | 1.16 | 2
li1 | - | - | 433
met4 | 0.41 | 0.364 | 0
met5 | 0 | 0 | -
met2 | 51 | 6.09 | 24
met1 | 44 | 4.74 | 441
==> worst max-delay path, stage by stage <==
cell,delay [ns]
sky130_fd_sc_hd__clkdlybuf4s50_1,0.43
sky130_fd_sc_hd__or4_4,0.55
sky130_fd_sc_hd__clkinv_4,0.07
sky130_fd_sc_hd__nand2_2,0.05
sky130_fd_sc_hd__buf_2,0.11
==> final cells by class <==
| cell class | count | area (um^2) | share of cell area [%] |
|---|---|---|---|
| clock buffers | 4 | 45.0 | 2.49 |
| inverters | 5 | 23.8 | 1.31 |
| flip-flops and latches | 24 | 587 | 32.4 |
| repair buffers | 39 | 337 | 18.6 |
| well taps | 136 | 170 | 9.40 |
| multi-input cells | 90 | 648 | 35.8 |
==> cell usage in the layout (no fill, tap or decap), types with 2 or more instances in the layout <==
master,instances
sky130_fd_sc_hd__mux2_4,6
sky130_fd_sc_hd__xnor2_1,6
sky130_fd_sc_hd__mux2_2,5
sky130_fd_sc_hd__clkbuf_8,3
sky130_fd_sc_hd__mux2i_1,5
sky130_fd_sc_hd__clkdlybuf4s50_1,12
sky130_fd_sc_hd__nand3_1,2
sky130_fd_sc_hd__nor4_1,2
sky130_fd_sc_hd__buf_4,20
sky130_fd_sc_hd__and2_1,2
sky130_fd_sc_hd__nand2b_1,3
sky130_fd_sc_hd__conb_1,31
sky130_fd_sc_hd__nor2b_1,3
sky130_fd_sc_hd__dlygate4sd2_1,3
sky130_fd_sc_hd__dfrtp_1,20
sky130_fd_sc_hd__dlymetal6s2s_1,2
sky130_fd_sc_hd__inv_1,4
sky130_fd_sc_hd__nor2_1,4
sky130_fd_sc_hd__a21o_1,3
==> worst paths after layout <==
check,start,to,slack [ns],depth (start not counted)
setup reg to reg,UART_TX.U0_FSM.cs[3],status_reg[3],0.76,3
hold / removal,control_reg[6],UART_TX.U0_FSM.cs[1],0.48,1
max in group asynchronous,PRESETn,UART_TX.U0_FSM.cs[0],1.24,2
min in group asynchronous,PRESETn,tx_reg[4],0.59,2
setup / recovery,PADDR[2],PREADY,0.06,5
hold reg to reg,control_reg[6],UART_TX.U0_FSM.cs[1],0.48,1
No activity file was given, so power comes from the tool's default toggle rates.
